**./config.mk**
```make
export PLATFORM = sky130hd
export DESIGN_NAME = udisk_cpld
export DESIGN_NICKNAME = udisk_cpld
export VERILOG_FILES = /design/flow/design.v
export SDC_FILE = /design/flow/constraint.sdc
export NUM_CORES = 4
export LEC_CHECK = 1
export CORE_UTILIZATION = 40
```
**./constraint.sdc**
```tcl
current_design udisk_cpld

set clk_period 3.6
set clk_io_pct 0.2

create_clock -name clk0 -period $clk_period [get_ports {CLK}]

set non_clock_inputs [all_inputs -no_clocks]
set_input_delay [expr $clk_period * $clk_io_pct] -clock clk0 $non_clock_inputs
set_output_delay [expr $clk_period * $clk_io_pct] -clock clk0 [all_outputs]
```
**./design.v**
```verilog
module udisk_cpld( BBSY_IN, MSYN_IN, BUS_ADDR, BUS_ADDR_DIR,
		   BUS_DATA, BUS_DATA_DIR,
		   PA_IN, PA_OUT, PB_IN, PB_OUT,
		   INIT_IN, BG4_IN, BG5_IN, NPG_IN, SACK_IN,
		   SSYN_IN, C0_IN, C1_IN,
		   BG4_OUT, BG5_OUT, NPG_OUT,
		   INTR_OUT, BR4_OUT, BR5_OUT, NPR_OUT,
		   MSYN_OUT, SSYN_OUT, BBSY_OUT,
		   C0_OUT, C1_OUT, SACK_OUT,
		   CPU_D, CPU_INT, CPU_RD, CPU_WR,
		   CPU_A0, CPU_A1, CPU_A2, CPU_A3,
		   LED_OUT,
		   CF_CS0_N, CF_CS1_N, CF_IORD_N, CF_IOWR_N,
		   RESET_L, CLK, DISK_RESET_N);
   input BBSY_IN, MSYN_IN, SSYN_IN, C0_IN, C1_IN;
   input INIT_IN, BG4_IN, BG5_IN, NPG_IN, SACK_IN;
   input CPU_RD, CPU_WR, CPU_A0, CPU_A1, CPU_A2, CPU_A3, RESET_L;
   input PA_IN, PB_IN;
   input CLK;
   output BG4_OUT, BG5_OUT, NPG_OUT;
   output INTR_OUT, BR4_OUT, BR5_OUT, NPR_OUT;
   output MSYN_OUT, SSYN_OUT, BBSY_OUT, C0_OUT, C1_OUT, SACK_OUT;
   output CPU_INT;
   output BUS_ADDR_DIR, BUS_DATA_DIR;
   output LED_OUT;
   output CF_CS0_N, CF_CS1_N, CF_IORD_N, CF_IOWR_N;
   output PA_OUT, PB_OUT;
   output DISK_RESET_N;
   inout [17:0] BUS_ADDR;
   inout [15:0] BUS_DATA;
   inout [15:0] CPU_D;
   reg 		LED_OUT;
   wire		reset;
   reg [15:0] 	bus_data_hold;
   wire [15:0] 	data_mux;
   wire [3:0] 	cpu_addr;
   reg [3:0] 	pass_thru;
   reg [15:0] 	assert_pin;
   reg [1:0] 	cf_enable;
   reg 		disk_reset;
   reg [17:2] 	addr_match_1;
   reg [17:0] 	addr_out;
   wire 	addr_match;
   wire 	have_match1;
   reg 		cpu_int_internal;
   wire 	addr_strobe;
   wire 	addr_incr;
   wire 	cpu_int_assert;
   wire 	data_assert;
   wire 	data_strobe;
   wire 	ssyn_assert;
   wire		addr_assert;
   wire		c1_assert;
   wire		msyn_assert;
   wire 	unibus_master;
   reg 		cpu_release;
   reg		dma_mode;
   reg		pending_dma_write;
   reg		pending_dma_read;
   wire		pending_dma;
   reg [2:0] 	ustate_s;
   wire 	ustate_s_start;
   wire 	SS0, SS1, SS2, SS3;
   wire 	ustate_SS2_R;
   wire 	ustate_SS1_W;
   reg [5:0] 	ustate_m;
   wire 	ustate_m_start;
   wire 	MS0, MS1, MS2, MS3, MS4, MS5, MS6;
   parameter A_INTR_OUT = 0;
   parameter A_BR4_OUT = 1;
   parameter A_BR5_OUT = 2;
   parameter A_NPR_OUT = 3;
   parameter A_MSYN_OUT = 8;
   parameter A_SSYN_OUT = 9;
   parameter A_BBSY_OUT = 10;
   parameter A_C0_OUT = 11;
   parameter A_C1_OUT = 12;
   parameter A_SACK_OUT = 13;
   parameter A_BUS_DATA_DIR = 14;
   parameter A_BUS_ADDR_DIR = 15;
   assign    INTR_OUT = assert_pin[0];
   assign    BR4_OUT  = assert_pin[1];
   assign    BR5_OUT  = assert_pin[2];
   assign    NPR_OUT  = assert_pin[3];
   assign    BG4_OUT = pass_thru[1] ? BG4_IN : assert_pin[4];
   assign    BG5_OUT = pass_thru[2] ? BG5_IN : assert_pin[5];
   assign    NPG_OUT = pass_thru[3] ? NPG_IN : assert_pin[6];
   assign    MSYN_OUT  = assert_pin[8] | msyn_assert;
   assign    SSYN_OUT  = assert_pin[9] | ssyn_assert;
   assign    BBSY_OUT  = assert_pin[10];
   assign    C0_OUT    = assert_pin[11];
   assign    C1_OUT    = assert_pin[12] | c1_assert;
   assign    SACK_OUT  = assert_pin[13];
   assign    BUS_DATA_DIR = assert_pin[14] | data_assert;
   assign    BUS_ADDR_DIR = assert_pin[15] | addr_assert;
   assign    PA_OUT = 0;
   assign    PB_OUT = 0;
   assign    cpu_addr = {CPU_A3, CPU_A2, CPU_A1, CPU_A0};
   assign    CPU_D = (CPU_RD & CF_CS0_N & CF_CS1_N) ? data_mux : 16'bz;
   assign    BUS_ADDR = BUS_ADDR_DIR ? addr_out : 18'bz;
   assign    BUS_DATA = BUS_DATA_DIR ? bus_data_hold : 16'bz;
   wire      DATI, DATIP, DATO, DATOB;
   assign    DATI =  C1_IN == 1'b0 && C0_IN == 1'b0;
   assign    DATIP = C1_IN == 1'b0 && C0_IN == 1'b1;
   assign    DATO =  C1_IN == 1'b1 && C0_IN == 1'b0;
   assign    DATOB = C1_IN == 1'b1 && C0_IN == 1'b1;
   assign reset = ~RESET_L || (CPU_RD && CPU_WR);
   reg ssyn, msyn, bbsy;
   always @(posedge CLK)
     if (reset)
       begin
	  ssyn <= 0;
	  msyn <= 0;
	  bbsy <= 0;
       end
     else
       begin
	  ssyn <= SSYN_IN;
	  msyn <= MSYN_IN;
	  bbsy <= BBSY_IN;
       end
   assign SS0 = ~|ustate_s;
   assign SS1 = ustate_s[0];
   assign SS2 = ustate_s[1];
   assign SS3 = ustate_s[2];
   assign unibus_master = bbsy & msyn & addr_match;
   assign ustate_s_start = unibus_master && SS0 && MS0 && ~dma_mode;
   always @(posedge CLK)
     if (reset)
       ustate_s <= 0;
     else
       if ((SS1 && ~cpu_release) ||
	   (SS3 && unibus_master))
	 ustate_s <= ustate_s;
       else
	 ustate_s <= { ustate_s[1:0], ustate_s_start };
   assign ustate_SS1_W = (DATO || DATOB) && SS1;
   assign ustate_SS2_R = (DATI || DATIP) && (SS2 || SS3);
   assign ssyn_assert = SS3;
   assign cpu_int_assert = SS1;
   assign data_strobe = ustate_SS1_W || (MS4 && pending_dma_read);
   assign addr_strobe = SS1 && msyn;
   assign MS0 = ~|ustate_m;
   assign MS1 = ustate_m[0];
   assign MS2 = ustate_m[1];
   assign MS3 = ustate_m[2];
   assign MS4 = ustate_m[3];
   assign MS5 = ustate_m[4];
   assign MS6 = ustate_m[5];
   assign ustate_m_start = (~unibus_master && pending_dma) && SS0 && MS0;
   wire [5:0] ustate_m_next;
   assign ustate_m_next =
	  ~dma_mode ? 6'b0 :  				 
	  ((MS4 && ~ssyn) || (MS5 && ssyn)) ? ustate_m : 
	  { ustate_m[4:0], ustate_m_start };		 
   always @(posedge CLK)
     if (reset)
       ustate_m <= 0;
     else
       ustate_m <= ustate_m_next;
   assign pending_dma = dma_mode && (pending_dma_write || pending_dma_read);
   assign c1_assert = (MS1 || MS2 || MS3 || MS4) && pending_dma_write;
   assign msyn_assert = MS3 || MS4 ;
   assign addr_assert = MS1 || MS2 || MS3 || MS4 || MS5;
   assign addr_incr = MS6;
   assign data_assert = ustate_SS2_R ||
			((MS1 || MS2 || MS3 || MS4) && pending_dma_write);
   assign have_match1 = (BUS_ADDR[17:6] == addr_match_1[17:6]) ?
			1'b1 : 1'b0;
   assign addr_match = have_match1;
   wire      cpu_wr_edge;
   reg [1:0] cpu_wr_history;
   assign cpu_wr_edge = ~cpu_wr_history[1] && cpu_wr_history[0];
   always @(posedge CLK)
     if (reset)
       cpu_wr_history <= 0;
     else
       cpu_wr_history <= { cpu_wr_history[0], CPU_WR };
   wire      cpu_rd_edge;
   reg [1:0] cpu_rd_history;
   assign cpu_rd_edge = ~cpu_rd_history[1] && cpu_rd_history[0];
   always @(posedge CLK)
     if (reset)
       cpu_rd_history <= 0;
     else
       cpu_rd_history <= { cpu_rd_history[0], CPU_RD };
   always @(posedge CLK)
     if (reset)
	  pending_dma_write <= 0;
     else
       begin
          if ( cpu_wr_edge && cpu_addr == 4'b0110)
	    pending_dma_write <= dma_mode ? 1'b1 : 1'b0;
	  else
	    if (MS6)
	      pending_dma_write <= 0;
       end
   always @(posedge CLK)
     if (reset)
	  pending_dma_read <= 0;
     else
       begin
          if (cpu_rd_edge  && cpu_addr == 4'b0110)
	    pending_dma_read <= dma_mode ? 1'b1 : 1'b0;
	  else
	    if (MS6)
	      pending_dma_read <= 0;
       end
   always @(posedge CLK)
     if (reset)
       addr_out <= 0;
     else
       begin
	  if (addr_strobe)
	    addr_out <= BUS_ADDR;
	  else
	    if ( cpu_wr_edge)
              begin
		 if (cpu_addr == 4'b0100)
		   begin
		      addr_out[17:16] <= CPU_D[1:0];
		   end
		 if (cpu_addr == 4'b0101)
		   begin
		      addr_out[15:0] <= CPU_D;
		   end
              end
	    else
	      if (addr_incr)
		begin
		   addr_out <= addr_out + 2;
		end
       end
   always @(posedge CLK)
     if (reset)
       bus_data_hold <= 0;
     else
       begin
	  if (data_strobe)
	    bus_data_hold <= BUS_DATA;
	  else
            if ( cpu_wr_edge && cpu_addr == 4'b0110)
	      begin
		 bus_data_hold <= CPU_D;
	      end
       end
   always @(posedge CLK)
     if (reset)
       begin
	  assert_pin <= 0;
	  pass_thru <= 0;
	  LED_OUT <= 0;
	  dma_mode <= 0;
	  addr_match_1 <= 0;
	  cpu_release <= 0;
       end
     else
       if ( cpu_wr_edge)
	 begin
	    casex ( cpu_addr )
	      4'b0000: pass_thru <= CPU_D[3:0];
	      4'b0001:
		begin
		   assert_pin <= CPU_D;
		end
	      4'b0010: addr_match_1[17:2] <= CPU_D;
	      4'b0111:
		begin
		   casex (CPU_D[15:8])
		     8'h01: ;
		     8'h02: LED_OUT <= CPU_D[0];
		     8'h03: ;
		     8'h04: dma_mode <= CPU_D[0];
		     8'h05: cpu_release <= 1;
		   endcase
		end
	    endcase
	 end 
       else
	    if (SS0 || SS2 || SS3)
	      cpu_release <= 0;
   wire [15:0] reg_status;
   assign reg_status = { CPU_INT, pending_dma, have_match1, MS0,
			 MS4|MS3|MS2|MS1, ustate_s,
			 BBSY_IN, C1_IN, C0_IN, SACK_IN,
			 BG4_IN, BG5_IN, NPG_IN, INIT_IN };
   assign data_mux =
		    cpu_addr == 4'b0000 ? { C1_IN, C0_IN, addr_out[5:0] } :
		    cpu_addr == 4'b0001 ? reg_status :
		    cpu_addr == 4'b0010 ? { ustate_m , addr_out[17:16] } :
		    cpu_addr == 4'b0011 ? addr_out[15:0] :
		    cpu_addr == 4'b0110 ? bus_data_hold :
		    cpu_addr == 4'b0111 ? 16'ha5a3 :
		    0;
   assign have_match1 = (BUS_ADDR[17:6] == addr_match_1[17:6]) ?
			1'b1 : 1'b0;
   assign addr_match = have_match1;
   wire   cpu_wr_sub;
   assign cpu_wr_sub =  cpu_wr_edge && cpu_addr == 4'b0111;
   always @(posedge CLK)
     if (reset)
       begin
	  cf_enable <= 2'b0;
	  disk_reset <= 1'b0;
       end
     else
       begin
	  if (cpu_wr_sub && (CPU_D[15:8] == 8'h03))
	    begin
	       disk_reset <= CPU_D[2];
	       cf_enable <= CPU_D[1:0];
	    end
       end
   assign CF_CS0_N = ~(cf_enable[0] & CPU_A3);
   assign CF_CS1_N = ~(cf_enable[1] & CPU_A3);
   assign DISK_RESET_N = ~disk_reset;
   assign CF_IORD_N = ~(CPU_RD==1 & (CF_CS1_N==0 | CF_CS0_N==0));
   assign CF_IOWR_N = ~(CPU_WR==1 & (CF_CS1_N==0 | CF_CS0_N==0));
   wire cpu_int_reset_write;
   wire cpu_int_reset;
   assign cpu_int_reset_write = cpu_wr_sub && (CPU_D[15:8] == 8'h01);
   assign cpu_int_reset = cpu_int_reset_write | reset;
   always @(posedge CLK or posedge cpu_int_reset)
     if (cpu_int_reset)
       cpu_int_internal <= 0;
     else
       begin
	  cpu_int_internal <= cpu_int_assert;
       end  
   assign CPU_INT = cpu_int_internal & ~CPU_A3;
endmodule  
```
**./run.sh**
```bash
#!/bin/bash
# OpenROAD 26Q1-2900-gdf79404cd8, Yosys 0.63+post, stock flow scripts
make -C /OpenROAD-flow-scripts/flow DESIGN_CONFIG=/design/flow/config.mk WORK_HOME=/design/flow/orfs finish
```
==> out/results.txt <==
Status: aborted with a tool error
Stopped at: 4_1_cts
Tool Error: [error] [KeplerFormal.cpp:679] Workflow failed: Iso has multiple drivers: .BUS_ADDR0, BUS_ADDR[0]$_SDFFE_PP0P_.Q0
# rows: 37
Yosys chip area: 4250 um^2
Biggest area cells: dfxtp_1 (41%), a21oi_1 (6.5%), and3_1 (5.5%)
Max Buffers Root-to-Sink: 2
Die Height: 105 um
Post-synth EDFFs: 0
Cts-stage hold buffer count: 0
Area fraction in xor and xnor cells: 2.48%
Yosys cell count: 519
CTS root buffer: clkbuf_8
Port Buf Inserts: 39
Setup Buffers After CTS: 0
H-tree depth: 3
Post-synthesis compound-gate area fraction: 17.6%
Top-count cell post-synth: dfxtp_1
DP Worst Slack: 0.317 ns
Main synth FF type: dfxtp_1
Ys flops: 89
Total CTS buffers: 9
Die width: 105 um
Global placer's final weighted congestion: 0.921
Top-area cell share: 41.5%
Cell Area, Synth: 4250 um^2
Synth Warn #: 6
CTS Sinks: 89
Starting Density: 41.1%
Detailed Place HPWL: 9.59 mm
Synth Instances: 519
Synth cell types: 62
# IOs: 94
Asr flop ratio synth: 1.12%
Sequential area share after synthesis: 42.1%
Fa+ha+maj area frac: 0.295%
Post-synth top cells: dfxtp_1 (88), nand2_1 (56), a21oi_1 (55)
Simple-gate share of the synthesized area: 28.7%
Syn_area_per_cell: 8.18 um^2
Logic family by area: simple AND/OR/NAND/NOR gates
CTS resizes: 0
Post-synth mux share: 3.89%
Area leader, netlist: dfxtp_1
==> kinds of logic after synthesis <==
kind of cell / after synthesis
mux: 16
simple gates: 224
other cells: 1
compound gates: 127
fa+ha+maj: 1
buf+inv: 49
flops: 89
xor+xnor: 12
==> metrics by stage <==
step | power (uW) | utilization (%) | cells | cell area, um^2
2_1_floorplan | 1130 | - | 520 | 4250
3_3_place_gp | 1210 | 46.4 | 677 | 4790
3_5_place_dp | 1210 | 46.4 | 677 | 4790
Power figures rest on the tool's default switching activity, not on a simulated workload.
